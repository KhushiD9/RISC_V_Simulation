===== flow/constraint.sdc =====
current_design PC_Adder

set clk_period 9.1
set clk_io_pct 0.2

create_clock -name clk0 -period $clk_period

set non_clock_inputs [all_inputs -no_clocks]
set_input_delay [expr $clk_period * $clk_io_pct] -clock clk0 $non_clock_inputs
set_output_delay [expr $clk_period * $clk_io_pct] -clock clk0 [all_outputs]

===== flow/config.mk =====
export PLATFORM = sky130hd
export DESIGN_NAME = PC_Adder
export DESIGN_NICKNAME = PC_Adder
export VERILOG_FILES = /design/flow/design.v
export SDC_FILE = /design/flow/constraint.sdc
export NUM_CORES = 4
export LEC_CHECK = 1
export CORE_AREA = 10 10 70 70
export DIE_AREA = 0 0 80 80

===== flow/run.sh =====
#!/bin/bash
# OpenROAD 26Q1-2900-gdf79404cd8, Yosys 0.63+post, stock flow scripts
make -C /OpenROAD-flow-scripts/flow DESIGN_CONFIG=/design/flow/config.mk WORK_HOME=/design/flow/orfs finish

===== flow/design.v =====
module PC_Adder(fromPC, PCplusFour);
  input [31:0] fromPC;       
  output [31:0] PCplusFour;  
  assign PCplusFour = fromPC + 4;  
endmodule

==> job_summary.md <==
## Synthesis and layout report

| Metric | Value |
|---|---|
| Fp_density | 17.0% |
| Row count | 21 |
| Final ANT Viol Nets | 0 |
| Final worst path period share | 64.5% |
| Worst min-delay path category | in2out |
| Critical Path, Cell by Cell | clkdlybuf4s50_1, ha_1, nand3_1, nor4_4, nand4_1, xnor2_1, clkdlybuf4s50_1 |
| Flops | 0 |
| Overall die area | 0.00640 mm2 |
| Max-slew headroom | 65.8% |
| Routed length per instance | 12.0 um |
| IO Count | 64 |
| Number of standard cells after synthesis | 83 |
| Sw Ratio | 30.2% |
| RSZ-0062 raised after global routing | false |
| Detailed-route via count | 775 |
| Critical Path Start Type | input pin |
| Top logic cell by instance count in the layout | clkdlybuf4s50_1 |
| Final worst slack | 3.23 ns |
| Cell total in the yosys stat output | 83 |
| Hold endpoint | PCplusFour[0] |
| Number of warning messages in the yosys log | 0 |
| Run status | finished clean |
| Post-route DRC | 0 |
| Cells on Worst Hold Path | 0 |
| Pwr per Cell Area | 34.1 mW/mm2 |
| Gate Area | 558 um2 |
| Die boundary width | 80 um |
| Clock power share | 0% |
| Total of buffers placed on input and output ports | 60 |
| Area Growth Syn to Fin | 111% |
| Residual overflow from global routing | 0 |
| Total of clock buffers placed in the layout | 0 |
| Via density per instance | 4.14 |
| Placed cell count | 187 |
| Final Core Density | 35.8% |
| First-pass GRT wire length | 3.71 mm |
| Tally of filler cells in the layout | 357 |
| Worst Tran Pin Value | 0.509 ns |
| Post-Syn Area per Cell | 6.99 um2 |
| Number of antenna violations at the first check in global routing | 0 |
| Crit path arrival time | 4.05 ns |
| Total count of max-transition violations in the final report | 0 |
| Sequential power share | 0% |
| Register cell area after layout | 0 um2 |
| Buf+Inv Stages, Crit Path | 2 |
| Core area | 0.00342 mm2 |
| Post-CTS setup repair buffer count | 0 |
| Hold buffers post-CTS | 0 |
| Vias in the first global route | 860 |
| Ant. Diodes | 0 |
| Final Hold Fails | 0 |
| Worst stage delay on the critical path | 0.52 ns |
| First-iteration detailed-routing DRC count | 19 |
| Ratio of cells with drive above 1 in the final layout | 4.96% |
| Post-synthesis instance area | 581 um2 |
| Setup crit end kind | primary output |
| Most frequent cell on the critical path | clkdlybuf4s50_1 |
| Required arrival time at the worst endpoint | 7.28 ns |
| Cell family with most CP delay | buffers and inverters |
| Total routed wirelength | 2.24 mm |
| Synth Seq Share | 0% |
| Critical path type | in2out |
| Fin Setup TNS | 0 ns |
| Highest achievable clock rate | 170 MHz |
| Last weighted congestion value of the routability-driven placer | 0.718 |
| Internal power contribution | 0.0292 mW |
| Hold wc startpoint | fromPC[0] |
| Part of the power in combinational logic | 100.0% |
| Max rail drop VDD | 0.0000144 V |
| Clock period minus worst slack | 5.87 ns |
| Number of unique standard cell types used by synthesis | 18 |
| Critical path's slowest cell | clkdlybuf4s50_1 |
| Post-cts repair resize count | 0 |
| Number of logged tool warnings | 32 |
| Router iterations before antenna repair | 4 |
| Maximum capacitance violations | 0 |
| Yosys Chip Area | 581 um2 |
| Power spent charging and discharging nets | 0.0126 mW |
| GRT Resource Usage Total | 6.79% |
| Post-Place Setup Slack | 3.20 ns |
| Biggest fanout along the worst timing path | 8 |
| Count of final setup violators | 0 |
| Maximum number of pins on one net before global-route repair | 9 |
| Die Ht | 80 um |
| Dominant logic cell types in the final layout | clkdlybuf4s50_1, xnor2_1, nand3_1, nand2_1, nand4_1 |
| Number of cells in the finished layout apart from fillers | 187 |
| Static Leak | 0.423 nW |
| Depth of the critical timing path with buffers and inverters included | 7 |
| Final hold slack | 3.64 ns |
| Post-DP HPWL | 2.01 mm |
## worst max-delay path by stage
stage,startpoint,endpoint,slack [ns]
4_1_cts,fromPC[2],PCplusFour[28],3.20
5_1_grt,fromPC[2],PCplusFour[28],2.97
6_report,fromPC[2],PCplusFour[28],3.23
## stage by stage
| stage | power [mW] | instance area (um2) |
|---|---|---|
| after floorplan | 0.00817 | 581 |
| after global placement | 0.0424 | 1220 |
| after detailed placement | 0.0425 | 1220 |
| after CTS | 0.0427 | 1220 |
| after global routing | 0.0460 | 1220 |
| final | 0.0418 | 1220 |
## cell usage after synthesis (all sizes together)
cell type   n  area, um2
xnor2      21        184
nand3      11       60.1
nand2      10       37.5
nand4      10       68.8
nor2        7       26.3
xor2        7       61.3
nor3        3       15.0
and3        2       12.5
and4        2       18.8
buf         2       15.0
inv         2       7.51
nor4        2       42.5
or2         2       12.5
and2        1       6.26
ha          1       12.5
## power groups by stage
stage,logic (mW),registers [mW],clock network (mW)
after CTS,0.0427,0,0
after global routing,0.0460,0,0
final,0.0418,0,0
## logic make-up (layout without fill, tap and decap cells)
logic type / count (synthesis) / count (layout) / share of synthesized area [%]
buf+inv: 4 / 62 / 3.88
fa+ha+maj: 1 / 1 / 2.15
simple gates: 50 / 50 / 51.7
xor+xnor: 28 / 28 / 42.2
## per-layer routing
| metal | vias up | track usage (%) | share of wire (%) |
|---|---|---|---|
| met5 | - | 0 | 0 |
| met4 | 0 | 0 | 0 |
| met3 | 0 | 3.86 | 17 |
| met2 | 33 | 12.0 | 47 |
| met1 | 334 | 7.32 | 36 |
| li1 | 408 | - | - |
## area by class of cell
class | count | area share (%)
inverters | 2 | 0.613
multi-input cells | 79 | 45.6
well taps | 46 | 4.70
repair buffers | 60 | 49.1
Power and IR drop assume default switching activity.
